$ cat ./run.sh
#!/bin/bash
# OpenROAD 26Q1-2900-gdf79404cd8, Yosys 0.63+post, stock flow scripts
make -C /OpenROAD-flow-scripts/flow DESIGN_CONFIG=/design/flow/config.mk WORK_HOME=/design/flow/orfs finish
$ cat ./config.mk
export PLATFORM = sky130hd
export DESIGN_NAME = upcounter
export DESIGN_NICKNAME = upcounter
export VERILOG_FILES = /design/flow/design.v
export SDC_FILE = /design/flow/constraint.sdc
export NUM_CORES = 4
export LEC_CHECK = 1
export CORE_UTILIZATION = 30
$ cat ./constraint.sdc
current_design upcounter

set clk_period 7.1
set clk_io_pct 0.2

create_clock -name clk0 -period $clk_period [get_ports {clk}]

set non_clock_inputs [all_inputs -no_clocks]
set_input_delay [expr $clk_period * $clk_io_pct] -clock clk0 $non_clock_inputs
set_output_delay [expr $clk_period * $clk_io_pct] -clock clk0 [all_outputs]
$ cat ./design.v
module upcounter(
	input clk,load,enable,
	input int in1,
	output int out); 
int count; 
always_ff @(posedge clk)
begin
if(load) count=in1;
else if(enable)        
	begin	
	count=count+1;
	out=count;      
	end
end 
endmodule 
==> impl_metrics.tcl <==
# flow metrics
set metrics [dict create \
    status "finished clean" \
    yosys_warning_tally 1 \
    cts_tree "built" \
    drt_pass1_iterations 4 \
    post_cts_resized 0 \
    num_vias 2295 \
    place.port_buffers 66 \
    cts.sinks 64 \
    grt_first_pass_wirelength_mm 11.1 \
    vias_in_the_first_global_route 2215 \
    grt_max_degree 33 \
    cts_buffers 9 \
    grt_setup_unrepaired "no" \
    cts_setup_buffers 0 \
    h-tree-depth 3 \
    design.core.area_sq_um 10300 \
    antenna_cells 0 \
    globalplace.congestion 0.826 \
    cts-root-buf "clkbuf_8" \
    layout_top_cell "clkdlybuf4s50_1" \
    ys_cells 258 \
    floorplan.die.height_um 105 \
    mostFrequentLayoutCells "66 x clkdlybuf4s50_1, 64 x edfxtp_1, 26 x nand2_1" \
    max_clock_freq_mhz 288 \
    crit_arrival_ps 3560 \
    place_inst 450 \
    drt-vias-per-instance 4.92 \
    drt-wirelength-per-cell_um 15.2 \
    ioPinCount 67 \
    cts.path.max_buffers 2 \
    first_iter_violations 72 \
    power_per_cell_area_nw_per_um2 212 \
    drv_cap 0 \
    fp_util 0.309 \
    vdd_ir_drop_max_uv 81.7 \
    fin_worst_hold_slack_ps 612 \
    unique_cell_types 42 \
    clk_transition_reported_paths_ps 70 \
    syn_area_per_cell_sq_um 12.4 \
    final_layout_size_suffix_gt1_frac 0.130 \
    layout-area-overhead-vs-synth_pct 30.7 \
    ys_seq_frac 0.603 \
    netlist_instances 258 \
    report.final.setup_viol 0 \
    cell_area_leaders "edfxtp_1 60%, mux2_2 4.6%, nand2_1 3.1%" \
    timing.slew.headroom 0.438 \
    yosys.area.top_type "edfxtp_1" \
    critical_path.startpoint_type "input pin" \
    finalCritPeriodShare 0.489 \
    ys.flops 64 \
    worstMarginPinSlew_ps 839 \
    placement_rows 37 \
    route.detailed.drc 0 \
    warning_count 25 \
    drtAntennaViolNets 0 \
    final-max-slew-violation-count 0 \
    die_boundary_width_um 105 \
    hp-class "flip-flop to flip-flop" \
    postRouteWirelength_mm 7.09 \
    filler_free_cell_count_of_the_finished_design 466 \
    grtUsageTotal 0.136 \
    total_die_size_sq_um 11000 \
    critical_path_required_ps 7190 \
    p_leak_nw 1.36 \
    critPathCaptureType "flip-flop" \
    cts.hold.buffers_added 0 \
    antenna_violations_before_repair 0 \
    final_hold_viol_count 0 \
    leftover_overflow_at_the_end_of_global_routing 0 \
    mappedNetlistArea_sq_um 3190 \
    period_needed_ps 3470 \
    yosys.area.top_type_share 0.603 \
    clock_skew_ps 11.0 \
    timing.critical_path.fanout_max 25 \
    timing.setup.tns_ps 0 \
    dp_hpwl_mm 4.83 \
    clock_insertion_delay_worst_skew_ps 350 \
    yosys-stat-area_sq_um 3190 \
    path_class "input pin to flip-flop" \
]
[registers in the layout, indices dropped and copies added, names as in the netlist]
signal and flops:
count 32, out 32
[area by class of cell]
type	count	area (sq um)
fill	951	6160
sequential	64	1920
multi-input combinational	177	1200
timing repair buffer	69	683
tap	136	170
clock buffer	9	124
clock inverter	7	48.8
inverter	4	15.0
[metrics by stage]
| stage | utilization | cell area (sq um) | total power [mW] | worst slack (ps) |
|---|---|---|---|---|
| after CTS | 0.403 | 4170 | 0.892 | 3640 |
| final | 0.403 | 4170 | 0.883 | 3630 |
| after floorplan | - | 3190 | 0.554 | 3410 |
| after global placement | 0.387 | 3990 | 0.615 | 3300 |
| after global routing | 0.403 | 4170 | 0.920 | 3500 |
| after detailed placement | 0.387 | 3990 | 0.616 | 3270 |
[routing by layer]
metal / track usage / vias up / part of all wire
li1: - / 1149 / -
met1: 0.223 / 1063 / 0.50
met2: 0.202 / 73 / 0.43
met3: 0.0260 / 10 / 0.052
met4: 0.0211 / 0 / 0.015
met5: 0 / - / 0
[synth_stat cells (all sizes together)]
master,count
nor4,7
o31a,5
or2,6
nor3,3
or3b,1
a41o,1
and3,3
o211a,1
nand4,14
a221o,3
a31o,1
nor2,15
xnor2,11
o21ai,3
inv,3
o21a,1
or4b,1
and4,4
o211ai,1
or4,7
a31oi,10
nand3b,1
nand2b,4
buf,2
xor2,6
edfxtp,64
clkbuf,11
nor2b,3
clkinv,1
nand2,26
o31ai,8
nand3,11
and2,3
mux2,13
nor4b,1
nand4b,1
ha,1
a21oi,1
[worst max-delay path, stage by stage]
cell             delay (ps)
clkdlybuf4s50_1         460
buf_4                   260
clkinv_1                390
buf_4                   360
nand2_1                 120
o21ai_0                  70
or3b_2                  460
[final timing paths]
path	endpoint	depth (start not counted)	slack [ps]	startpoint
worst min register to register	out[31]$_DFFE_PP_	2	610	count[31]$_DFFE_PP_
worst max-delay path	count[29]$_DFFE_PP_	7	3630	load
worst min-delay path	out[31]$_DFFE_PP_	2	610	count[31]$_DFFE_PP_
worst max register to register	count[26]$_DFFE_PP_	5	4740	count[0]$_DFFE_PP_
[power by group]
part	internal, mW	total [mW]	switching [mW]
Sequential	0.460	0.488	0.0284
Combinational	0.0688	0.120	0.0513
Clock	0.125	0.275	0.149
[cells by family after synthesis]
group / synth area share
xor+xnor: 0.0467
simple gates: 0.198
flops: 0.603
compound gates: 0.0816
fa+ha+maj: 0.00392
mux: 0.0459
buf+inv: 0.0208
Power figures rest on the tool's default switching activity, not on a simulated workload.
