<file path="/design/flow/design.v">
module min_finder(
	input enable,
	input int ED_in, node_in,
	output int min1_node,min2_node,min1_ED,min2_ED);          
int unsigned min1_node_temp,min2_node_temp;
int unsigned min1_ED_temp,min2_ED_temp; 
always @(posedge enable) begin
{min1_ED_temp,min2_ED_temp} ='1;      
end    
always@(node_in,ED_in,enable)    
begin  
	if(enable) 
	begin      
	if (ED_in < min1_ED_temp)     
		begin
		min2_ED_temp=min1_ED_temp; min2_node_temp=min1_node_temp;
		min1_ED_temp=ED_in; min1_node_temp=node_in;	            	         
		end   
	else if (ED_in < min2_ED_temp)
		begin
		min2_ED_temp=ED_in; min2_node_temp=node_in;		         
		end  
	min1_node=min1_node_temp;
	min2_node=min2_node_temp;
	min1_ED=min1_ED_temp;    
	min2_ED=min2_ED_temp;      
	end        
end     
endmodule        
</file>
<file path="/design/flow/run.sh">
#!/bin/bash
# OpenROAD 26Q1-2900-gdf79404cd8, Yosys 0.63+post, stock flow scripts
make -C /OpenROAD-flow-scripts/flow DESIGN_CONFIG=/design/flow/config.mk WORK_HOME=/design/flow/orfs finish
</file>
<file path="/design/flow/config.mk">
export PLATFORM = sky130hd
export DESIGN_NAME = min_finder
export DESIGN_NICKNAME = min_finder
export VERILOG_FILES = /design/flow/design.v
export SDC_FILE = /design/flow/constraint.sdc
export NUM_CORES = 4
export LEC_CHECK = 1
export CORE_UTILIZATION = 50
</file>
<file path="/design/flow/constraint.sdc">
current_design min_finder

set clk_period 3.6
set clk_io_pct 0.2

create_clock -name clk0 -period $clk_period [get_ports {enable}]

set non_clock_inputs [all_inputs -no_clocks]
set_input_delay [expr $clk_period * $clk_io_pct] -clock clk0 $non_clock_inputs
set_output_delay [expr $clk_period * $clk_io_pct] -clock clk0 [all_outputs]
</file>
==> changes_impl.md <==
## Implementation

- Outcome: finished, violations left
- Violated checks: negative setup slack
- Largest net degree at the start of global routing: 28
- Filler cells: 467
- Cell Area, Synth: 3810 µm²
- Reg2reg start: min1_node_temp[20]$_DLATCH_N_
- Logic pwr share: 7.1%
- Seq cells post-synth: 160
- Initial DRC Count: 42
- Drt drc: 0
- Logic area: 1160 µm²
- Cell Count, Final, Fillers Out: 577
- Worst Setup EP: min2_node[20]$_DLATCH_P_
- Power Density: 521 nW/µm²
- Synth Warn #: 384
- Final worst setup slack: -0.582 ns
- Netlist cell types: 12
- Drt total wl: 7580 µm
- Seq pwr share: 43.5%
- Routed WL per cell: 13.1 µm
- Power share of the clock group: 49.4%
- Fp_density: 52.0%
- Critical path class: latch2latch
- Slowest stage delay, CP: 0.34 ns
- P_sw: 759 µW
- Crit. End Element: latch
- Tightest Hold Check Type: in2gate
- Tool warnings: 29
- Die Y: 89.3 µm
- CTS tree: done
- Ys cells: 308
- Busiest grt layer: met2
- Syn-to-layout area delta: 53.4%
- Layout cells sized above 1: 31.6%
- GRT overflow: 0
- R2R Setup Slk: -0.58 ns
- Final ANT Viol Nets: 0
- P_int: 2.29 mW
- Grt met1 use: 27.4%
- Worst R2R Path Depth: 2
- Setup repair bufs after CTS: 0
- Via count: 2540
- Initial antenna violation count: 0
- RSZ-0062 raised after global routing: yes
- Placed cells: 540
- Clk latency late pin: 0.65 ns
- LEAKAGE: 3.04 nW
- Max Cap Viol: 0
- Core Area: 7330 µm²
- Setup violators final: 128
- Arr. time, crit path: 2.77 ns
- Die area: 7980 µm²
- Pre-CTS worst setup slack: -0.826 ns
- Met2 Track Usage GR: 28.9%
- Sw frac: 24.9%
- Worst vdd ir: 0.343 mV
- Total GRT Usage: 19.8%
- Port buffer count: 160
- Synth Instances: 308
- Placer congestion estimate: 0.740
- Final Cell Area: 5850 µm²
- Critical path peak fanout: 2
- Via-per-instance ratio: 4.40
- CP startpoint: min1_node_temp[20]$_DLATCH_N_
- # IOs: 193
- Setup Skew: 0.0556 ns
- Inserted Diodes: 0
- Rows: 31
- Sequential cell area: 2450 µm²
- First drt pass iteration count: 4
- Synth Area per Inst: 12.4 µm²
- Post-DP HPWL: 5160 µm
- CP Launch Type: latch
- CTS clock-pin slew for the worst setup and hold paths: 0.09 ns
- Chip Area, Yosys: 3810 µm²
- Max Slew Vio Count: 0
- Reg2Reg Capture Point: min2_node[20]$_DLATCH_P_
- Crit path DRT: 2.19 ns
- Vias in the first global route: 2393
- Endpoints failing hold: 0
- First-pass GRT wire length: 11400 µm
- Utilization after layout: 79.8%
- Met3 Use GR: 8.90%
- Die W: 89.3 µm
- Worst path slowest cell: dlxtn_2
- Final setup TNS: -68.99 ns
- CP cell instances: dlxtn_2, mux2_4
- Placed cell area: 5440 µm²
what timing repair did:
action	CTS	global route
gates cloned	0	0
pin swaps	0	0
gates resized	64	7
hold endpoints to repair	1	0
hold buffers	1	0
setup endpoints to repair	192	128
through the flow:
step | total power [mW] | hold slack [ns]
after global routing | 3.20 | 0.187
after detailed placement | 1.71 | -0.164
after floorplan | 1.55 | -0.600
final | 3.05 | 0.146
after global placement | 1.71 | -0.160
after CTS | 3.10 | 0.149
synthesized netlist by cell type:
cell	instances	share of area [%]
dlxtp_1	96	38
nand4_1	8	1.3
dlxtn_1	64	25
mux2_2	15	4.4
nand2_1	2	0.20
clkbuf_1	32	3.1
mux2_4	49	19
buf_2	1	0.13
buf_4	32	6.3
buf_6	6	1.8
nor4_1	2	0.33
conb_1	1	0.098
worst min path at each step:
stage	startpoint	endpoint	slack, ns	depth (start not counted)
CTS	ED_in[2]	clock gate	0.15	7
finish	ED_in[29]	clock gate	0.15	7
global route	ED_in[29]	clock gate	0.19	7
per-layer routing:
layer	routed length, µm	up-vias
met5	0	-
met4	150	0
met3	648	15
met2	3520	120
met1	3270	1160
li1	-	1245
layout by cell type, fill, tap and decap left out, drive strengths merged:
cell type | synthesis | layout
clkinv | 0 | 4
dlygate4sd3 | 0 | 1
nor4 | 2 | 2
buf | 39 | 13
nand2 | 2 | 2
conb | 1 | 32
nand4 | 8 | 8
dlxtn | 64 | 64
clkinvlp | 0 | 3
clkdlybuf4s50 | 0 | 96
inv | 0 | 4
bufinv | 0 | 3
dlygate4sd2 | 0 | 64
mux2 | 64 | 64
dlxtp | 96 | 96
clkbuf | 32 | 22
final cells by class:
class | count | area share (%)
Timing Repair Buffer | 174 | 28.1
Sequential cell | 160 | 41.9
Multi-Input combinational cell | 108 | 19.8
Tap cell | 99 | 2.12
Clock inverter | 14 | 2.93
Clock buffer | 22 | 5.18
critical path, delay by kind of cell (launching register included):
family	cells	cell delay, ns
multiplexers	1	0.14
latches	2	0.34
power by group through the flow:
stage / clock network [mW] / logic (mW) / registers, mW
global route: 1.62 / 0.238 / 1.34
CTS: 1.55 / 0.220 / 1.33
finish: 1.50 / 0.217 / 1.33
logic make-up (layout without fill, tap and decap cells):
kind of cell	count (synthesis)	count (layout)	synth area share, %
muxes	64	64	23.7
other	1	32	0.0983
latches	160	160	63.0
buffers and inverters	71	210	11.4
and+or+nand+nor	12	12	1.84
state kept, by name (all words and copies together) (netlist names):
signal	cells
min1_node_temp	32
min1_ED	32
min2_node	32
min1_node	32
min2_node_temp	32
Power is estimated from default activity; no workload was simulated.
